[config.mk]
export PLATFORM = sky130hd
export DESIGN_NAME = Keyboard
export DESIGN_NICKNAME = Keyboard
export VERILOG_FILES = /design/flow/design.v
export SDC_FILE = /design/flow/constraint.sdc
export NUM_CORES = 4
export LEC_CHECK = 1
export CORE_UTILIZATION = 30
[constraint.sdc]
current_design Keyboard

set clk_period 4.6
set clk_io_pct 0.2

create_clock -name clk0 -period $clk_period [get_ports {pulse}]

set non_clock_inputs [all_inputs -no_clocks]
set_input_delay [expr $clk_period * $clk_io_pct] -clock clk0 $non_clock_inputs
set_output_delay [expr $clk_period * $clk_io_pct] -clock clk0 [all_outputs]
[design.v]
module Keyboard (
    input [2:0] kb_lang,
    input [10:0] ps2_key,
    input pulse,
    input reset,
    output reg caps_lock = 0,
    output [7:0] ascii_code
);
    localparam kb_US = 3'd0;
    localparam kb_GB = 3'd1;
    localparam kb_DE = 3'd2;
    localparam kb_FR = 3'd3;
    localparam kb_IT = 3'd4;
    localparam kb_ES = 3'd5;
    localparam k_F0 = 8'd192;
    localparam NONE = 8'hFF;
    wire [2:0] lang = kb_lang;
    wire ps2_pressed = ps2_key[9];
    wire ps2_released = ~ps2_pressed;
    reg old_ps2_stb = 0;
    reg old_reset = 0;
    reg SHIFT_L = 0;
    reg SHIFT_R = 0;
    reg CTRL_L = 0;
    reg CTRL_R = 0;
    reg ALT_L = 0;
    reg ALT_R = 0;
    reg [7:0] joy_key = 8'hff;
    reg [7:0] ascii_key = 8'hff;
    wire SHIFT = SHIFT_L | SHIFT_R;
    wire CTRL = CTRL_L | CTRL_R;
    wire ALT = ALT_L | ALT_R;
    wire ps2_changed = (old_ps2_stb ^ ps2_key[10]);
    wire [7:0] CAPSTOGGLE = (SHIFT ^ caps_lock) ? 8'h00 : 8'h20;
    wire [7:0] CTRLMASK = CTRL ? 8'h1f : 8'hff;
    wire [8:0] keycode = ps2_key[8:0];
    assign ascii_code = ascii_key & joy_key;
    always @(posedge pulse) begin
        old_ps2_stb <= ps2_key[10];
        old_reset <= reset;
        if (reset & ~old_reset)
            caps_lock <= 0;
        else if (ps2_changed) begin
            case (keycode)
                9'h012: begin ascii_key <= NONE; SHIFT_L <= ps2_pressed; end
                9'h059: begin ascii_key <= NONE; SHIFT_R <= ps2_pressed; end
                9'h014: begin ascii_key <= NONE; CTRL_L  <= ps2_pressed; end
                9'h114: begin ascii_key <= NONE; CTRL_R  <= ps2_pressed; end
                9'h011: begin ascii_key <= NONE; ALT_L   <= ps2_pressed; end
                9'h111: begin ascii_key <= NONE; ALT_R   <= ps2_pressed; end
                9'h058: begin ascii_key <= NONE; caps_lock <= caps_lock ^ ps2_pressed; end
                default: begin end
            endcase
            if (ALT_R) begin
                case (lang)
                kb_DE:
                    case (keycode)
                    9'h15: ascii_key <= "@" & CTRLMASK;
                    9'h3d: ascii_key <= "{";
                    9'h3e: ascii_key <= "[" & CTRLMASK;
                    9'h45: ascii_key <= "}";
                    9'h46: ascii_key <= "]" & CTRLMASK;
                    9'h4e: ascii_key <= 8'h5c & CTRLMASK;
                    9'h5b: ascii_key <= "~";
                    9'h5d: ascii_key <= "#";
                    9'h61: ascii_key <= "|";
                    default: ascii_key <= NONE;
                    endcase
                kb_FR:
                    case (keycode)
                    9'h15: ascii_key <= "@" & CTRLMASK;  
                    9'h1e: ascii_key <= "~";
                    9'h25: ascii_key <= "{" & CTRLMASK;
                    9'h26: ascii_key <= "#";
                    9'h2e: ascii_key <= "[" & CTRLMASK;
                    9'h36: ascii_key <= "|";
                    9'h3d: ascii_key <= "`";
                    9'h3e: ascii_key <= 8'h5c & CTRLMASK;
                    9'h45: ascii_key <= "@" & CTRLMASK;
                    9'h46: ascii_key <= "^" & CTRLMASK;
                    9'h4e: ascii_key <= "]" & CTRLMASK;
                    9'h55: ascii_key <= "}";  
                    9'h61: ascii_key <= "|";
                    default: ascii_key <= NONE;
                    endcase
                kb_IT:
                    case (keycode)
                    9'h3d: ascii_key <= "{";
                    9'h3e: ascii_key <= "[" & CTRLMASK;
                    9'h45: ascii_key <= "}";
                    9'h46: ascii_key <= "]" & CTRLMASK;
                    9'h4c: ascii_key <= "@" & CTRLMASK;
                    9'h4e: ascii_key <= "`";
                    9'h52: ascii_key <= "#";
                    9'h54: ascii_key <= "[" & CTRLMASK;
                    9'h55: ascii_key <= "~";
                    9'h5b: ascii_key <= "]" & CTRLMASK;
                    default: ascii_key <= NONE;
                    endcase
                kb_ES:
                    case (keycode)
                    9'h0e: ascii_key <= 8'h5c & CTRLMASK;
                    9'h16: ascii_key <= "|";
                    9'h1e: ascii_key <= "@" & CTRLMASK;
                    9'h25: ascii_key <= "~";
                    9'h26: ascii_key <= "#";
                    9'h52: ascii_key <= "{";
                    9'h54: ascii_key <= "[" & CTRLMASK;
                    9'h5b: ascii_key <= "]" & CTRLMASK;
                    9'h5d: ascii_key <= "}";
                    9'h61: ascii_key <= "|";
                    default: ascii_key <= NONE;
                    endcase
                default: ascii_key <= NONE;
                endcase
            end else begin  
                case (keycode)
                    9'h05: ascii_key <= k_F0 + 8'd1;
                    9'h06: ascii_key <= k_F0 + 8'd2;
                    9'h04: ascii_key <= k_F0 + 8'd3;
                    9'h0c: ascii_key <= k_F0 + 8'd4;
                    9'h03: ascii_key <= k_F0 + 8'd5;
                    9'h0b: ascii_key <= k_F0 + 8'd6;
                    9'h83: ascii_key <= k_F0 + 8'd7;
                    9'h0a: ascii_key <= k_F0 + 8'd8;
                    9'h01: ascii_key <= k_F0 + 8'd9;
                    9'h09: ascii_key <= k_F0 +8'd10;
                    9'h78: ascii_key <= k_F0 +8'd11;
                    9'h07: ascii_key <= k_F0 +8'd12;     
                    9'h174: joy_key[0] <= ps2_released;      
                    9'h16b: joy_key[1] <= ps2_released;      
                    9'h172: joy_key[2] <= ps2_released;      
                    9'h175: joy_key[3] <= ps2_released;      
                    9'h17d: joy_key[4] <= ps2_released;      
                    9'h171: if (CTRL & ALT) joy_key[4] <= ps2_released; 
                        else joy_key[7] <= ps2_released;     
                    9'h17a: joy_key[5] <= ps2_released;      
                    9'h170, 9'h16c:
                            joy_key[6] <= ps2_released;      
                    9'h169: joy_key[7] <= ps2_released;      
                    9'h0d:  ascii_key <= 8'h09;    
                    9'h5a, 9'h15a:
                            ascii_key <= 8'h0a;   
                    9'h76:  ascii_key <= 8'h1b;   
                    9'h66:  ascii_key <= 8'h7f;  
                    9'h29:  ascii_key <= " ";
                    9'h16:
                        case (lang)
                        kb_FR:  ascii_key <= SHIFT ? "1" : "&";
                        default:ascii_key <= SHIFT ? "!" : "1";
                        endcase
                    9'h1e:
                        case (lang)
                        kb_FR:  ascii_key <= SHIFT ? "2" : NONE;
                        kb_US:  ascii_key <= SHIFT ? "@" : "2";
                        default:ascii_key <= SHIFT ? "\"": "2";
                        endcase
                    9'h26:
                        case (lang)
                        kb_FR:  ascii_key <= SHIFT ? "3" : "\"";
                        kb_US:  ascii_key <= SHIFT ? "#" : "3";
                        default:ascii_key <= SHIFT ? NONE : "3";
                        endcase
                    9'h25:
                        case (lang)
                        kb_FR:  ascii_key <= SHIFT ? "4" : "'";
                        default:ascii_key <= SHIFT ? "$" : "4";
                        endcase
                    9'h2e:
                        case (lang)
                        kb_FR:  ascii_key <= SHIFT ? "5" : "(";
                        default:ascii_key <= SHIFT ? "%" : "5";
                        endcase
                    9'h36:
                        case (lang)
                        kb_FR:  ascii_key <= SHIFT ? "6" : "-";
                        kb_US, kb_GB:
                                ascii_key <= SHIFT ? ("^" & CTRLMASK) : "6";
                        default:ascii_key <= SHIFT ? "&" : "6";
                        endcase
                    9'h3d:
                        case (lang)
                        kb_FR:  ascii_key <= SHIFT ? "7" : NONE;
                        kb_US, kb_GB:
                                ascii_key <= SHIFT ? "&" : "7";
                        default:ascii_key <= SHIFT ? "/" : "7";
                        endcase
                    9'h3e:
                        case (lang)
                        kb_FR:  ascii_key <= SHIFT ? "8" : ("_" & CTRLMASK);
                        kb_US, kb_GB:
                                ascii_key <= SHIFT ? "*" : "8";
                        default:ascii_key <= SHIFT ? "(" : "8";
                        endcase
                    9'h46:
                        case (lang)
                        kb_FR:  ascii_key <= SHIFT ? "9" : NONE;
                        kb_US, kb_GB:
                                ascii_key <= SHIFT ? "(" : "9";
                        default:ascii_key <= SHIFT ? ")" : "9";
                        endcase
                    9'h45:
                        case (lang)
                        kb_FR:  ascii_key <= SHIFT ? "0" : NONE;
                        kb_US, kb_GB:
                                ascii_key <= SHIFT ? ")" : "0";
                        default:ascii_key <= SHIFT ? "=" : "0";
                        endcase
                    9'h71: ascii_key <= ".";
                    9'h7b: ascii_key <= "-";
                    9'h79: ascii_key <= "+";
                    9'h7c: ascii_key <= "*";
                    9'h14a:ascii_key <= "/";
                    9'h70: ascii_key <= "0";
                    9'h69: ascii_key <= "1";
                    9'h72: ascii_key <= "2";
                    9'h7a: ascii_key <= "3";
                    9'h6b: ascii_key <= "4";
                    9'h73: ascii_key <= "5";
                    9'h74: ascii_key <= "6";
                    9'h6c: ascii_key <= "7";
                    9'h75: ascii_key <= "8";
                    9'h7d: ascii_key <= "9";
                    9'h0e:
                        case (lang)
                        kb_IT:  ascii_key <= SHIFT ? "|" : (8'h5c & CTRLMASK);
                        kb_DE:  ascii_key <= SHIFT ? NONE : ("^" & CTRLMASK);
                        kb_GB:  ascii_key <= SHIFT ? NONE : "`";
                        kb_US:  ascii_key <= SHIFT ? "~" : "`";
                        default:ascii_key <= NONE;
                        endcase
                    9'h4c:
                        case (lang)
                        kb_FR:  ascii_key <= ("M" | CAPSTOGGLE) & CTRLMASK;
                        kb_US, kb_GB:
                                ascii_key <= SHIFT ? ":" : ";";
                        default:ascii_key <= NONE;
                        endcase
                    9'h41:
                        case (lang)
                        kb_FR:  ascii_key <= SHIFT ? "." : ";";
                        kb_US, kb_GB:
                                ascii_key <= SHIFT ? "<" : ",";
                        default:ascii_key <= SHIFT ? ";" : ",";
                        endcase
                    9'h49:
                        case (lang)
                        kb_FR:  ascii_key <= SHIFT ? "/" : ":";
                        kb_US, kb_GB:
                                ascii_key <= SHIFT ? ">" : ".";
                        default:ascii_key <= SHIFT ? ":" : ".";
                        endcase
                    9'h4a:
                        case (lang)
                        kb_FR:  ascii_key <= SHIFT ? NONE : "!";
                        kb_US, kb_GB:
                                ascii_key <= SHIFT ? (CTRL ? 8'h7f : "?") : "/";
                        default:ascii_key <= SHIFT ? ("_" & CTRLMASK) : "-";
                        endcase
                    9'h4e:
                        case (lang)
                        kb_IT, kb_ES:
                                ascii_key <= SHIFT ? (CTRL ? 8'h7f : "?") : "'";
                        kb_DE:  ascii_key <= SHIFT ? (CTRL ? 8'h7f : "?") : NONE;
                        kb_FR:  ascii_key <= SHIFT ? NONE : ")";
                        default:ascii_key <= SHIFT ? ("_" & CTRLMASK) : "-";
                        endcase
                    9'h52:
                        case (lang)
                        kb_FR:  ascii_key <= SHIFT ? "%" : NONE;
                        kb_US:  ascii_key <= SHIFT ? "\"" : "'";
                        kb_GB:  ascii_key <= SHIFT ? "@" : "'";
                        default:ascii_key <= NONE;
                        endcase
                    9'h54:
                        case (lang)
                        kb_ES:  ascii_key <= SHIFT ? ("^" & CTRLMASK) : "`";
                        kb_FR:  ascii_key <= SHIFT ? NONE : ("^" & CTRLMASK);
                        kb_US, kb_GB:
                                ascii_key <= SHIFT ? "{" : ("[" & CTRLMASK);
                        default:ascii_key <= NONE;
                        endcase
                    9'h55:
                        case (lang)
                        kb_DE:  ascii_key <= SHIFT ? "`" : "'";
                        kb_IT:  ascii_key <= SHIFT ? ("^" & CTRLMASK) : NONE;
                        kb_ES:  ascii_key <= NONE;
                        default:ascii_key <= SHIFT ? "+" : "=";
                        endcase
                    9'h5b:
                        case (lang)
                        kb_FR:  ascii_key <= SHIFT ? NONE : "$";
                        kb_US, kb_GB:
                                ascii_key <= SHIFT ? "}" : ("]" & CTRLMASK);
                        default:ascii_key <= SHIFT ? "*" : "+";
                        endcase
                    9'h5d:
                        case (lang)
                        kb_US:  ascii_key <= SHIFT ? "|" : (8'h5c & CTRLMASK);
                        kb_GB:  ascii_key <= SHIFT ? "~" : "#";
                        kb_DE:  ascii_key <= SHIFT ? "'" : "#";
                        kb_FR:  ascii_key <= SHIFT ? NONE : "*";
                        default:ascii_key <= NONE;
                        endcase
                    9'h61:
                        case (lang)
                        kb_US:  ascii_key <= NONE;
                        kb_GB:  ascii_key <= SHIFT ? "|" : (8'h5c & CTRLMASK);
                        default:ascii_key <= SHIFT ? ">" : "<";
                        endcase
                    9'h1c: ascii_key <= ((lang == kb_FR ? "Q" : "A") | CAPSTOGGLE) & CTRLMASK;
                    9'h32: ascii_key <= ("B" | CAPSTOGGLE) & CTRLMASK;
                    9'h21: ascii_key <= ("C" | CAPSTOGGLE) & CTRLMASK;
                    9'h23: ascii_key <= ("D" | CAPSTOGGLE) & CTRLMASK;
                    9'h24: ascii_key <= ("E" | CAPSTOGGLE) & CTRLMASK;
                    9'h2b: ascii_key <= ("F" | CAPSTOGGLE) & CTRLMASK;
                    9'h34: ascii_key <= ("G" | CAPSTOGGLE) & CTRLMASK;
                    9'h33: ascii_key <= ("H" | CAPSTOGGLE) & CTRLMASK;
                    9'h43: ascii_key <= ("I" | CAPSTOGGLE) & CTRLMASK;
                    9'h3b: ascii_key <= ("J" | CAPSTOGGLE) & CTRLMASK;
                    9'h42: ascii_key <= ("K" | CAPSTOGGLE) & CTRLMASK;
                    9'h4b: ascii_key <= ("L" | CAPSTOGGLE) & CTRLMASK;
                    9'h3a: if (lang == kb_FR) ascii_key <= SHIFT ? (CTRL ? 8'h7f : "?") : ",";
                        else ascii_key <= ("M" | CAPSTOGGLE) & CTRLMASK;
                    9'h31: ascii_key <= ("N" | CAPSTOGGLE) & CTRLMASK;
                    9'h44: ascii_key <= ("O" | CAPSTOGGLE) & CTRLMASK;
                    9'h4d: ascii_key <= ("P" | CAPSTOGGLE) & CTRLMASK;
                    9'h15: ascii_key <= ((lang == kb_FR ? "A" : "Q") | CAPSTOGGLE) & CTRLMASK;
                    9'h2d: ascii_key <= ("R" | CAPSTOGGLE) & CTRLMASK;
                    9'h1b: ascii_key <= ("S" | CAPSTOGGLE) & CTRLMASK;
                    9'h2c: ascii_key <= ("T" | CAPSTOGGLE) & CTRLMASK;
                    9'h3c: ascii_key <= ("U" | CAPSTOGGLE) & CTRLMASK;
                    9'h2a: ascii_key <= ("V" | CAPSTOGGLE) & CTRLMASK;
                    9'h1d: ascii_key <= ((lang == kb_FR ? "Z" : "W") | CAPSTOGGLE) & CTRLMASK;
                    9'h22: ascii_key <= ("X" | CAPSTOGGLE) & CTRLMASK;
                    9'h35: ascii_key <= ((lang == kb_DE ? "Z" : "Y") | CAPSTOGGLE) & CTRLMASK;
                    9'h1a: ascii_key <= ((lang == kb_FR ? "W" : lang == kb_DE ? "Y" : "Z" ) | CAPSTOGGLE) & CTRLMASK;
                    default: ascii_key <= 8'hff;
                endcase
            end
        end else if (ps2_released)
            ascii_key <= 8'hff;
    end
endmodule
[run.sh]
#!/bin/bash
# OpenROAD 26Q1-2900-gdf79404cd8, Yosys 0.63+post, stock flow scripts
make -C /OpenROAD-flow-scripts/flow DESIGN_CONFIG=/design/flow/config.mk WORK_HOME=/design/flow/orfs finish
==> tab_implementation.tex <==
% Generated from flow reports
\begin{tabular}{lr}
\hline
Metric & Value \\
\hline
\multicolumn{2}{l}{\textbf{Floorplan}} \\
Area of the core region & 17500 um\^{}2 \\
Number of rows created at floorplan & 48 \\
Die Height & 136 um \\
Number of ports placed on the die boundary & 25 \\
Init Core Util & 31.0\% \\
Overall chip area & 18600 um\^{}2 \\
DIE WIDTH & 136 um \\
\multicolumn{2}{l}{\textbf{Routing}} \\
Total detailed-routing wirelength & 31000 um \\
DR DRC count & 0 \\
Mean routed wirelength per cell & 30.0 um \\
ANT nets after route & 0 \\
Total number of vias & 7302 \\
Antenna cells & 0 \\
DRC violation total after the first TritonRoute iteration & 1234 \\
Drt via density & 7.06 \\
Detailed-router iteration count before antenna repair & 8 \\
\multicolumn{2}{l}{\textbf{Synth}} \\
Area share of the largest cell type after synthesis & 12.2\% \\
Post-Syn Area & 5420 um\^{}2 \\
Largest area contributor in the netlist & sky130\_fd\_sc\_hd\_\_edfxtp\_1 \\
Total number of yosys warnings & 1 \\
Post-synthesis average cell area & 6.96 um\^{}2 \\
Post-synthesis cell type count & 91 \\
Post-synth regs & 25 \\
Asr flop ratio synth & 0\% \\
Synth Flop Type & sky130\_fd\_sc\_hd\_\_edfxtp\_1 \\
Yosys cell count & 778 \\
Yosys stat area & 5420 um\^{}2 \\
Number of standard cells after synthesis & 778 \\
Count of flip-flops with a built-in enable after synthesis & 22 \\
Area contributors post-synth & sky130\_fd\_sc\_hd\_\_edfxtp\_1 12\%, sky130\_fd\_sc\_hd\_\_o21ai\_0 5.1\%, sky130\_fd\_sc\_hd\_\_nor2\_1 4.8\% \\
Post-synth seq share & 13.3\% \\
\multicolumn{2}{l}{\textbf{Cells and area}} \\
Most frequent standard cell in the layout excluding fill and tap cells & sky130\_fd\_sc\_hd\_\_buf\_4 \\
Layout Area Growth over Synthesis & 17.3\% \\
Proportion of layout cells with a drive suffix above 1 & 16.2\% \\
Final design instance area without fill & 6350 um\^{}2 \\
Leading cell types in the layout, fill and taps excluded & 84 x sky130\_fd\_sc\_hd\_\_buf\_4, 69 x sky130\_fd\_sc\_hd\_\_nor2\_1, 55 x sky130\_fd\_sc\_hd\_\_o21ai\_0 \\
Filler instances & 1850 \\
Post-layout utilization of the core & 36.4\% \\
\multicolumn{2}{l}{\textbf{Critical path}} \\
Critical path cell sequence & clkdlybuf4s50\_1 -> or3b\_2 -> nor2\_1 -> a32oi\_1 -> or3b\_1 -> a2111oi\_0 -> buf\_4 -> or4b\_1 -> a22o\_1 \\
Data arrival at the endpoint of the critical path & 4.28 ns \\
Standard cell with the maximum stage delay on the critical path & sky130\_fd\_sc\_hd\_\_clkdlybuf4s50\_1 \\
Cell type group with the largest total delay on the critical path & simple AND/OR/NAND/NOR gates \\
Startpoint type of the worst setup path & input pin \\
Register-to-register setup slack & 0.93 ns \\
Crit path largest cell delay & 0.72 ns \\
Worst Path Required & 4.62 ns \\
Type of element capturing the critical path & flop \\
Buffer-and-inverter tally for the worst setup path & 2 \\
Type of the setup path with the least slack & input pin to flop \\
Critical path fanouts, max & 9 \\
\multicolumn{2}{l}{\textbf{Global routing}} \\
Met3 layer usage reported by global route & 9.88\% \\
Number of global-route vias before repair & 6766 \\
Met1 Usage GRT & 45.9\% \\
Tot GR Track Use & 34.5\% \\
Global-route wire length before repair & 45300 um \\
Residual overflow from global routing & 0 \\
Most Used Layer, Global Route & met2 \\
Largest net degree at the start of global routing & 39 \\
Initial antenna violation count & 0 \\
Met2 GRT Util & 51.9\% \\
\multicolumn{2}{l}{\textbf{Clock network}} \\
CTS Root Cell & sky130\_fd\_sc\_hd\_\_clkbuf\_16 \\
Sinks on Clock Net & 25 \\
Clk Latency, worst-skew pair & 0.26 ns \\
TritonCTS clock tree & built \\
Clk slew on worst S/H paths & 0.07 ns \\
CTS buffer count & 3 \\
Maximum root-to-sink buffer count & 2 \\
Clock H-tree levels & 1 \\
\multicolumn{2}{l}{\textbf{Job}} \\
Number of max-cap violations & 0 \\
OpenROAD warning count & 33 \\
\multicolumn{2}{l}{\textbf{Power and ir drop}} \\
Pleak & 2.14 nW \\
Power per unit of standard cell area & 130 nW/um\^{}2 \\
Post-layout total power & 829 uW \\
Maximum vdd ir drop & 0.000215 V \\
\multicolumn{2}{l}{\textbf{STA}} \\
Sum of negative setup slack & 0 ns \\
Share of the cycle needed by the critical path after routing & 92.5\% \\
Worst clock skew & 0.00419 ns \\
Relative slew margins & 41.1\% \\
Endpoints failing setup & 0 \\
Minimum clock period & 4.26 ns \\
Setup repair after global routing missed its margin & no \\
Timing-limited maximum frequency & 235 MHz \\
Count of final max-slew check failures & 0 \\
Slew at the pin closest to its max-slew limit & 0.877 ns \\
Worst Hold Margin & 0.532 ns \\
Final-report hold violation count & 0 \\
\multicolumn{2}{l}{\textbf{Place}} \\
Number of buffer cells added on primary ports & 24 \\
Weighted congestion reported at the end of routability-driven placement & 1.11 \\
Cell area reported after detailed placement & 6260 um\^{}2 \\
DP HPWL & 23700 um \\
\multicolumn{2}{l}{\textbf{Run status}} \\
Status & completed \\
\multicolumn{2}{l}{\textbf{Min path}} \\
Worst min-delay path class & flop to flop \\
\hline
\end{tabular}
==> synthesized netlist by cell type (5+ instances only) <==
cell                        number
sky130_fd_sc_hd__a31oi_1        22
sky130_fd_sc_hd__o21a_1          6
sky130_fd_sc_hd__inv_1          14
sky130_fd_sc_hd__nor3_1         34
sky130_fd_sc_hd__nand4bb_1       5
sky130_fd_sc_hd__buf_2          26
sky130_fd_sc_hd__and2_1         13
sky130_fd_sc_hd__nand3_1        50
sky130_fd_sc_hd__o31ai_1        10
sky130_fd_sc_hd__buf_6           6
sky130_fd_sc_hd__buf_4           8
sky130_fd_sc_hd__o2111ai_1       7
sky130_fd_sc_hd__or3_1           5
sky130_fd_sc_hd__nand4_1        12
sky130_fd_sc_hd__o22ai_1        27
sky130_fd_sc_hd__nor4b_1         6
sky130_fd_sc_hd__or2_2           7
sky130_fd_sc_hd__a311oi_1        6
sky130_fd_sc_hd__o21ai_0        55
sky130_fd_sc_hd__a221oi_1        5
sky130_fd_sc_hd__xnor2_1         6
sky130_fd_sc_hd__buf_1           9
sky130_fd_sc_hd__a22oi_1        10
sky130_fd_sc_hd__a21o_1          5
sky130_fd_sc_hd__nor3b_1         5
sky130_fd_sc_hd__nor2_1         69
sky130_fd_sc_hd__xor2_1          7
sky130_fd_sc_hd__nor2b_1        13
sky130_fd_sc_hd__a2111oi_0       9
sky130_fd_sc_hd__edfxtp_1       22
sky130_fd_sc_hd__ha_1           10
sky130_fd_sc_hd__nand2_1        52
sky130_fd_sc_hd__nand2b_1       12
sky130_fd_sc_hd__nor4_1         20
sky130_fd_sc_hd__a21oi_1        48
sky130_fd_sc_hd__o211ai_1       15
sky130_fd_sc_hd__clkbuf_1       37
==> worst register-to-register path: cells and delay by family, from the launching register on <==
| family | cells | cell delay [ns] |
|---|---|---|
| DFF | 1 | 0.58 |
| AOI/OAI and AO/OA | 3 | 0.81 |
| buffers and inverters | 1 | 0.20 |
| adders and majority gates | 1 | 0.42 |
| and+or+nand+nor | 4 | 1.43 |
==> sequential cells by signal (all words and copies together) (netlist names) <==
signal / count
old_reset: 1
old_ps2_stb: 1
caps_lock: 1
SHIFT_R: 1
SHIFT_L: 1
CTRL_R: 1
ascii_key: 8
ALT_R: 1
joy_key: 8
ALT_L: 1
CTRL_L: 1
==> metrics by stage <==
stage	instances	setup slack, ns
2_1_floorplan	778	0.677
3_3_place_gp	1031	0.0905
3_5_place_dp	1031	0.179
4_1_cts	1035	0.437
5_1_grt	1035	0.293
6_report	1035	0.344
==> power by group <==
group | internal [mW] | switching [mW] | total [mW] | leakage, nW
registers | 0.257 | 0.00368 | 0.261 | 0.224
clock network | 0.120 | 0.0815 | 0.202 | 0.0415
logic | 0.133 | 0.233 | 0.366 | 1.88
total | 0.510 | 0.318 | 0.829 | 2.14
==> path summary, 6_finish.rpt <==
| check | from | to | cells past startpoint |
|---|---|---|---|
| worst min-delay path | old_reset | caps_lock | 2 |
| worst max register to register | SHIFT_L | ascii_key[0] | 9 |
| worst max-delay path | ps2_key[8] | ascii_key[0] | 9 |
| worst min register to register | old_reset | caps_lock | 2 |
==> final cells by class <==
cell class	count	area (um^2)	area share, %
Clock buffer	3	75.1	1.18
Clock inverter	1	8.76	0.138
Inverter	15	56.3	0.886
Multi-Input combinational cell	652	4220	66.4
Sequential cell	25	721	11.3
Tap cell	225	282	4.43
Timing Repair Buffer	114	991	15.6
==> layer usage <==
layer  wire, um  share of wire [%]  vias up
met4       1950                6.3        0
met2      13200                 43      623
met3       3770                 12      159
met5          0                  0        -
li1           -                  -     3089
met1      12100                 39     3431
==> what timing repair did <==
item | CTS | global route
hold endpoints to repair | 0 | 0
resized | 0 | 1
endpoints found under the setup margin | 0 | 1
setup buffers | 0 | 0
hold buffers | 0 | 0
==> cell families (layout without fill, tap and decap cells) <==
logic type | after synthesis | count (layout) | share of synthesized area [%]
AOI/OAI and AO/OA | 274 | 274 | 34.4
buffers and inverters | 101 | 133 | 8.99
DFF | 25 | 25 | 13.3
muxes | 2 | 2 | 0.370
and+or+nand+nor | 352 | 352 | 38.3
xor gates and xnor gates | 13 | 13 | 2.10
adders and majority gates | 11 | 11 | 2.49
Power is estimated from default activity; no workload was simulated.
